## flow/run.sh

```bash
#!/bin/bash
# OpenROAD 26Q1-2900-gdf79404cd8, Yosys 0.63+post, stock flow scripts
make -C /OpenROAD-flow-scripts/flow DESIGN_CONFIG=/design/flow/config.mk WORK_HOME=/design/flow/orfs finish
```

## flow/constraint.sdc

```tcl
current_design RegFile

set clk_period 10.0
set clk_io_pct 0.2

create_clock -name clk0 -period $clk_period [get_ports {clk}]

set non_clock_inputs [all_inputs -no_clocks]
set_input_delay [expr $clk_period * $clk_io_pct] -clock clk0 $non_clock_inputs
set_output_delay [expr $clk_period * $clk_io_pct] -clock clk0 [all_outputs]
```

## flow/design.v

```verilog
`timescale 1ns / 1ps
module RegFile(
	input clk, rst, we,
	input [4:0] a, b, w, 
	input [31:0] w_data,
	output [31:0] a_data, b_data
);
	reg [31:0] regs [1:31];  
	assign a_data = a != 0 ? ((a == w && we) ? w_data : regs[a]) : 0;
	assign b_data = b != 0 ? ((b == w && we) ? w_data : regs[b]) : 0;
	integer i;
	always @(posedge clk or posedge rst) begin
		if (rst) for (i = 1; i < 32; i = i + 1) regs[i] <= 0; 
		else if (w != 0 && we) regs[w] <= w_data;
	end
endmodule
```

## flow/config.mk

```make
export PLATFORM = sky130hd
export DESIGN_NAME = RegFile
export DESIGN_NICKNAME = RegFile
export VERILOG_FILES = /design/flow/design.v
export SDC_FILE = /design/flow/constraint.sdc
export NUM_CORES = 4
export LEC_CHECK = 1
export CORE_UTILIZATION = 30
```

==> results.yml <==
# implementation run metrics
global_routing:
  grt_max_degree: 131
  grt_pass1_vias: 43900
  grt_pass1_wl_um: 378000
  grt_antenna_before_repair: 26
  gr-usage-all-layers_pct: 32.9
  overflow: 0
logic_synthesis:
  synth_seq_share_pct: 48.7
  ff_type: "dfrtp_1"
  simple_gate_share_pct: 7.56
  synthCells: 4347
  mux_area_share_pct: 23.8
  area_leaders: "dfrtp_1, mux2_2, a22oi_1"
  xor_share_pct: 0.172
  synthTopLogicFamily: "multiplexers"
  adder_share_pct: 0
  syn-cell-area_sq_mm: 0.0510
  async_reset_ff_share_pct: 100
  yosysWarnings: 2
  syn_area_per_cell_sq_um: 11.7
  ys_cells: 4347
  synth_area_leader_cell: "dfrtp_1"
  aoi_share_pct: 15.8
  edf_count: 0
  synth.distinct_cells: 73
  ys_ff: 992
  top_cell_area_share_pct: 48.7
  yosys_area_sq_mm: 0.0510
placement:
  hpwlAfterDp_um: 171000
  portBuffers: 113
  pre_cts_slack_ps: 1790
  dpl-instance-area_sq_mm: 0.0553
  gp_congestion: 1.08
pwr:
  comb_power_share_pct: 15.3
  power.internal_mw: 8.29
  swShare_pct: 29.7
  clockPowerShare_pct: 37.3
  power.share.sequential_pct: 47.4
  p_per_area_mw_per_mm2: 199
  leakage_nw: 25.2
  peakVddDrop_v: 0.000136
  switching_power_mw: 3.50
finish:
  flop_area_sq_mm: 0.0248
  fill_cells: 16200
  area_growth_pct: 16.2
  logic_area_sq_mm: 0.0246
  drive_gt1_share_pct: 34.8
  final_area_sq_mm: 0.0592
  largest_reg_flops: 992
  reg_top3: "regs (992)"
  regMostFlops: "regs"
  final_util_pct: 35.3
setup_path:
  reg2reg_from: "regs[10][24]"
  crit_path_start_kind: "primary input"
  rrSetupSlack_ps: 9040
  cpMostUsedCell: "buf_4"
  path_cells: "buf_2, buf_4, nand2_2, nor2_4, buf_4, a22oi_1, nand2_1, nor3_1, a21oi_1, clkdlybuf4s50_1"
  cp.arrival_ps: 6500
  path_class: "in2out"
  required_ps: 8000
  cp_num_cells: 10
  regToRegEndpoint: "regs[10][24]"
  critPathSlowestCell: "nor2_4"
  worstPathMaxFanout: 31
  rr_worst_depth: 1
  cpLargestDelayFamily: "buffers and inverters"
  worstSetupEndpointType: "output pin"
  crit_buf_inv: 4
  slowest_delay_ps: 760
worst_hold_path:
  holdCritStartpoint: "regs[11][5]"
  hold_path_depth: 1
  hold_end: "regs[11][5]"
  hold_path_class: "reg2reg"
final_timing:
  period_minus_slack_ps: 8500
  hold_viol: 0
  period_used_pct: 85.0
  setup_viol: 0
  slew_viol_final: 0
  rsz0062_at_grt: "no"
  fin_worst_skew_ps: 0
  setup_slack_ps: 1500
  whs_ps: 523
  worst_slew_pin_slew_ps: 1200
  slew_headroom_pct: 19.6
  max_freq_mhz: 118
floorplanning:
  num_rows: 150
  die_h_um: 414
  io_pins: 114
  core_sq_mm: 0.168
  initial_core_util_pct: 30.4
  die_width_um: 414
  die_area_sq_mm: 0.172
clock_network:
  post_cts_resized: 0
  clkLatencyLatePin_ps: 770
  cts_tree: "yes"
  numCtsBuffers: 109
  ctsHoldBuffers: 0
  clock_sinks: 992
  postCtsSetupBuffers: 0
  cts_buffer_depth: 3
  h-tree-depth: 3
  path_clk_slew_ps: 60
  cts-root-buf: "clkbuf_16"
run_status:
  status: "complete, no violations"
run:
  tool_warnings: 50
  maxCapViolCount: 0
routing:
  wl_per_cell_um: 41.5
  vias: 45300
  drtAntennaViolNets: 0
  remaining_drc_errors: 0
  viasPerCell: 6.76
  dr.pass1.iters: 10
  drt_wl_total_um: 278000
  drt-initial-drc-count: 6466
[Yosys cell counts, types with 38 or more instances]
master / number
buf_4: 38
nor3_1: 80
nand4_1: 116
nor2_1: 99
mux2i_1: 59
nand2_1: 212
a22oi_1: 755
a21oi_1: 92
nand3_1: 47
dfrtp_1: 992
o21ai_0: 79
buf_2: 227
clkbuf_1: 147
mux2_2: 1006
[per-layer routing]
metal  vias to the layer above  wire (um)  part of all wire (%)  track usage (%)
met2                      4253     109000                    39             43.5
met5                         -        192                 0.069            0.472
met3                      1595      47100                    17             20.3
li1                      16800          -                     -                -
met1                     22600      95300                    34             39.4
met4                        16      26800                   9.6             22.6
[kinds of logic after synthesis]
logic type,count (synthesis)
and+or+nand+nor,732
buffers and inverters,431
xor gates and xnor gates,10
muxes,1083
AOI/OAI and AO/OA,1099
DFF,992
[how the worst max path moves through the flow]
| stage | startpoint | to | slack [ps] |
|---|---|---|---|
| CTS | w[0] | a_data[9] | 1790 |
| global route | w[0] | a_data[10] | 1710 |
| finish | b[4] | b_data[26] | 1500 |
[placed cells by master (no fill, tap or decap), types with 12 or more instances in the layout]
cell type / count
nor2b_1: 18
clkbuf_16: 109
nand3_1: 41
nand4_1: 116
a32oi_1: 26
mux2_1: 18
mux2_2: 1006
clkinv_2: 18
clkdlybuf4s50_1: 103
a22oi_1: 755
a22o_1: 31
a21oi_1: 92
and3_1: 18
o21ai_0: 79
nor4_1: 31
buf_12: 13
nor2_4: 70
clkbuf_1: 21
nor2_1: 61
dfrtp_1: 992
nand2_1: 199
diode_2: 21
a222oi_1: 22
mux2i_1: 59
clkbuf_8: 22
buf_4: 237
nor3_1: 79
nand2_2: 15
bufinv_16: 16
a221oi_1: 12
[power groups by stage]
stage	combinational (mW)	sequential, mW	clock (mW)
4_1_cts	1.77	5.54	4.42
5_1_grt	1.90	5.65	4.56
6_report	1.81	5.59	4.40
[through the flow]
| stage | cells | TNS (ps) | power [mW] |
|---|---|---|---|
| final | 6709 | 0 | 11.8 |
| after global routing | 6691 | 0 | 12.1 |
| after CTS | 6688 | 0 | 11.7 |
| after detailed placement | 6488 | 0 | 7.37 |
| after global placement | 6488 | 0 | 7.33 |
| after floorplan | 4347 | -5621000 | 6.44 |
[final cells by class]
| type | instances | share of cell area [%] |
|---|---|---|
| diodes | 21 | 0.0887 |
| clock inverters | 48 | 1.25 |
| well taps | 2204 | 4.65 |
| multi-input cells | 2924 | 41.6 |
| repair buffers | 362 | 5.26 |
| clock buffers | 152 | 5.25 |
| inverters | 6 | 0.0443 |
| flip-flops and latches | 992 | 41.9 |
Power and IR drop assume default switching activity.
